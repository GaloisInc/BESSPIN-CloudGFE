$ cat /design/flow/run.sh
#!/bin/bash
# OpenROAD 26Q1-2900-gdf79404cd8, Yosys 0.63+post, stock flow scripts
make -C /OpenROAD-flow-scripts/flow DESIGN_CONFIG=/design/flow/config.mk WORK_HOME=/design/flow/orfs finish
$ cat /design/flow/config.mk
export PLATFORM = sky130hd
export DESIGN_NAME = mkIntMul_64
export DESIGN_NICKNAME = mkIntMul_64
export VERILOG_FILES = /design/flow/design.v
export SDC_FILE = /design/flow/constraint.sdc
export NUM_CORES = 4
export LEC_CHECK = 1
export CORE_UTILIZATION = 50
$ cat /design/flow/constraint.sdc
current_design mkIntMul_64

set clk_period 28.5
set clk_io_pct 0.2

create_clock -name clk0 -period $clk_period [get_ports {CLK}]

set non_clock_inputs [all_inputs -no_clocks]
set_input_delay [expr $clk_period * $clk_io_pct] -clock clk0 $non_clock_inputs
set_output_delay [expr $clk_period * $clk_io_pct] -clock clk0 [all_outputs]
$ cat /design/flow/design.v
module mkIntMul_64(CLK,
		   RST_N,
		   put_args_x_is_signed,
		   put_args_x,
		   put_args_y_is_signed,
		   put_args_y,
		   EN_put_args,
		   result_valid,
		   result_value);
  input  CLK;
  input  RST_N;
  input  put_args_x_is_signed;
  input  [63 : 0] put_args_x;
  input  put_args_y_is_signed;
  input  [63 : 0] put_args_y;
  input  EN_put_args;
  output result_valid;
  output [127 : 0] result_value;
  wire [127 : 0] result_value;
  wire result_valid;
  reg m_rg_isNeg;
  wire m_rg_isNeg$D_IN, m_rg_isNeg$EN;
  reg m_rg_signed;
  wire m_rg_signed$D_IN, m_rg_signed$EN;
  reg [1 : 0] m_rg_state;
  wire [1 : 0] m_rg_state$D_IN;
  wire m_rg_state$EN;
  reg [127 : 0] m_rg_x;
  wire [127 : 0] m_rg_x$D_IN;
  wire m_rg_x$EN;
  reg [127 : 0] m_rg_xy;
  wire [127 : 0] m_rg_xy$D_IN;
  wire m_rg_xy$EN;
  reg [63 : 0] m_rg_y;
  wire [63 : 0] m_rg_y$D_IN;
  wire m_rg_y$EN;
  wire CAN_FIRE_RL_m_compute,
       CAN_FIRE_put_args,
       WILL_FIRE_RL_m_compute,
       WILL_FIRE_put_args;
  wire [127 : 0] MUX_m_rg_x$write_1__VAL_1,
		 MUX_m_rg_x$write_1__VAL_2,
		 MUX_m_rg_xy$write_1__VAL_2;
  wire [63 : 0] MUX_m_rg_y$write_1__VAL_1, MUX_m_rg_y$write_1__VAL_2;
  wire [127 : 0] x__h271, x__h364, xy___1__h288;
  wire [63 : 0] _theResult___fst__h525,
		_theResult___fst__h528,
		_theResult___fst__h570,
		_theResult___fst__h573,
		_theResult___snd_fst__h565;
  wire IF_put_args_x_is_signed_THEN_put_args_x_BIT_63_ETC___d34;
  assign CAN_FIRE_put_args = 1'd1 ;
  assign WILL_FIRE_put_args = EN_put_args ;
  assign result_valid = m_rg_state == 2'd2 ;
  assign result_value = m_rg_xy ;
  assign CAN_FIRE_RL_m_compute = m_rg_state == 2'd1 ;
  assign WILL_FIRE_RL_m_compute = CAN_FIRE_RL_m_compute ;
  assign MUX_m_rg_x$write_1__VAL_1 = { 64'd0, _theResult___fst__h525 } ;
  assign MUX_m_rg_x$write_1__VAL_2 = { m_rg_x[126:0], 1'd0 } ;
  assign MUX_m_rg_xy$write_1__VAL_2 = (m_rg_y == 64'd0) ? x__h271 : x__h364 ;
  assign MUX_m_rg_y$write_1__VAL_1 =
	     (put_args_x_is_signed && put_args_y_is_signed) ?
	       _theResult___fst__h573 :
	       _theResult___snd_fst__h565 ;
  assign MUX_m_rg_y$write_1__VAL_2 = { 1'd0, m_rg_y[63:1] } ;
  assign m_rg_isNeg$D_IN =
	     (put_args_x_is_signed && put_args_y_is_signed) ?
	       put_args_x[63] != put_args_y[63] :
	       IF_put_args_x_is_signed_THEN_put_args_x_BIT_63_ETC___d34 ;
  assign m_rg_isNeg$EN = EN_put_args ;
  assign m_rg_signed$D_IN = 1'b0 ;
  assign m_rg_signed$EN = 1'b0 ;
  assign m_rg_state$D_IN = EN_put_args ? 2'd1 : 2'd2 ;
  assign m_rg_state$EN =
	     WILL_FIRE_RL_m_compute && m_rg_y == 64'd0 || EN_put_args ;
  assign m_rg_x$D_IN =
	     EN_put_args ?
	       MUX_m_rg_x$write_1__VAL_1 :
	       MUX_m_rg_x$write_1__VAL_2 ;
  assign m_rg_x$EN =
	     WILL_FIRE_RL_m_compute && m_rg_y != 64'd0 || EN_put_args ;
  assign m_rg_xy$D_IN = EN_put_args ? 128'd0 : MUX_m_rg_xy$write_1__VAL_2 ;
  assign m_rg_xy$EN =
	     WILL_FIRE_RL_m_compute && (m_rg_y == 64'd0 || m_rg_y[0]) ||
	     EN_put_args ;
  assign m_rg_y$D_IN =
	     EN_put_args ?
	       MUX_m_rg_y$write_1__VAL_1 :
	       MUX_m_rg_y$write_1__VAL_2 ;
  assign m_rg_y$EN =
	     WILL_FIRE_RL_m_compute && m_rg_y != 64'd0 || EN_put_args ;
  assign IF_put_args_x_is_signed_THEN_put_args_x_BIT_63_ETC___d34 =
	     put_args_x_is_signed ?
	       put_args_x[63] :
	       put_args_y_is_signed && put_args_y[63] ;
  assign _theResult___fst__h525 =
	     put_args_x_is_signed ? _theResult___fst__h528 : put_args_x ;
  assign _theResult___fst__h528 = put_args_x[63] ? -put_args_x : put_args_x ;
  assign _theResult___fst__h570 =
	     put_args_y_is_signed ? _theResult___fst__h573 : put_args_y ;
  assign _theResult___fst__h573 = put_args_y[63] ? -put_args_y : put_args_y ;
  assign _theResult___snd_fst__h565 =
	     put_args_x_is_signed ? put_args_y : _theResult___fst__h570 ;
  assign x__h271 = m_rg_isNeg ? xy___1__h288 : m_rg_xy ;
  assign x__h364 = m_rg_xy + m_rg_x ;
  assign xy___1__h288 = -m_rg_xy ;
  always@(posedge CLK)
  begin
    if (RST_N == 1'b0)
      begin
        m_rg_state <=  2'd0;
      end
    else
      begin
        if (m_rg_state$EN)
	  m_rg_state <=  m_rg_state$D_IN;
      end
    if (m_rg_isNeg$EN) m_rg_isNeg <=  m_rg_isNeg$D_IN;
    if (m_rg_signed$EN) m_rg_signed <=  m_rg_signed$D_IN;
    if (m_rg_x$EN) m_rg_x <=  m_rg_x$D_IN;
    if (m_rg_xy$EN) m_rg_xy <=  m_rg_xy$D_IN;
    if (m_rg_y$EN) m_rg_y <=  m_rg_y$D_IN;
  end
  // synopsys translate_off
  initial
  begin
    m_rg_isNeg = 1'h0;
    m_rg_signed = 1'h0;
    m_rg_state = 2'h2;
    m_rg_x = 128'hAAAAAAAAAAAAAAAAAAAAAAAAAAAAAAAA;
    m_rg_xy = 128'hAAAAAAAAAAAAAAAAAAAAAAAAAAAAAAAA;
    m_rg_y = 64'hAAAAAAAAAAAAAAAA;
  end
  // synopsys translate_on
endmodule   
==> flow_metrics.py <==
# Flow results
metrics = {
    "final_timing": {
        "slew_viol_final": 0,
        "clock_skew_ps": 27.4,
        "hold_violations": 0,
        "setup_viol": 0,
        "fin_crit_sh": 0.327,
        "slew_headroom": 0.259,
        "tightest_slew_ps": 1110,
        "fmax_ghz": 0.107,
        "rsz0062_at_grt": "false",
        "min_period_ps": 9320,
        "tns_ps": 0,
    },
    "detailed_routing": {
        "detail_route.wl_per_cell_um": 21.9,
        "firstDrtPassIters": 17,
        "drtIter0Drc": 1878,
        "drc": 0,
        "routed_wl_mm": 88.3,
        "antenna_left": 0,
        "via_count": 24800,
        "vias_per_cell": 6.16,
    },
    "worst_setup_path": {
        "critical_path_buf_inv_count": 1,
        "cp_slowest_stage_delay_ps": 660,
        "cp.required_ps": 28790,
        "critPathMaxFanout": 6,
        "r2r_slack_ps": 23520,
        "reg2reg_from": "m_rg_xy[0]",
        "r2r_end": "m_rg_xy[118]",
        "reg2reg_depth": 13,
        "worst_ep_arrival_time_ps": 9610,
        "start_kind": "input pin",
        "end_kind": "register",
        "cpLargestDelayFamily": "simple AND/OR/NAND/NOR gates",
        "cpMaxStageDelayCell": "nor3_1",
        "worstSetupPathType": "input pin to register",
        "crit_chain": "clkdlybuf4s50_1 -> or4_1 -> nor4_2 -> and2_1 -> nand3_2 -> nor3_1 -> nand2_1 -> nor3_1 -> a21oi_1 -> xnor2_1 -> a21oi_1",
    },
    "yosys": {
        "synth_flops": 323,
        "syn_inst": 3139,
        "flop_cell": "edfxtp_1",
        "synthArstFlopShare": 0,
        "top_area_frac": 0.359,
        "synth_area_per_cell_um2": 8.55,
        "edf_count": 321,
        "synth_cell_types": 84,
        "syn-cell-area_mm2": 0.0268,
        "yosys.area.top_type": "edfxtp_1",
        "synth_chip_area_mm2": 0.0268,
        "yosys_cells": 3139,
        "ys_seq_share": 0.361,
        "synthTopCellsByArea": "edfxtp_1 36%, a21oi_1 7.6%, xnor2_1 6.4%",
        "yosys_warnings": 2,
        "post-synth-top-count-cell": "nor2_1",
        "yosys-top-cells-count": "423 x nor2_1, 406 x a21oi_1, 321 x edfxtp_1",
    },
    "die": {
        "ios": 262,
        "fp_util": 0.509,
        "fp.coreArea_mm2": 0.0528,
        "rows": 84,
        "chipArea_mm2": 0.0546,
        "die_w_um": 234,
        "die_h_um": 234,
    },
    "grt": {
        "grt_pass1_wl_mm": 135,
        "grt_pass1_vias": 23700,
        "antenna_found_initial": 9,
        "grt_use_total": 0.339,
        "grt_overflow": 0,
        "grt_max_degree": 162,
    },
    "job": {
        "warning_count": 28,
        "drv_cap": 0,
    },
    "power_and_ir_drop": {
        "pwr_density_cell_mw_per_mm2": 76.8,
        "design_power_total_mw": 2.40,
        "power.leakage_nw": 11.6,
        "peakVddDrop_mv": 0.0576,
    },
    "cts": {
        "cts.sinks": 323,
        "cts_tree": "built",
        "cts.repair.resized": 0,
        "cts_max_level": 2,
        "clk_latency_ps": 580,
        "cts_max_path_buffers": 3,
        "cts_hold_buf": 0,
        "cts_root_buf": "clkbuf_16",
        "cts_setup_buffers": 0,
        "cts_buffers": 38,
        "clk_pin_slew_ps": 60,
    },
    "min_path": {
        "hold_path.class": "register to register",
        "holdPathEnd": "m_rg_state[1]",
        "min_path_cells": 2,
        "min_from": "m_rg_state[1]",
    },
    "finish": {
        "drive_gt1_frac": 0.0455,
        "nFillCells": 4498,
        "design_area_mm2": 0.0312,
        "area_delta_synth_final_pct": 16.2,
    },
    "placed_design": {
        "globalplace.congestion": 1.03,
        "dp_hpwl_mm": 67.7,
        "dpl_cell_area_mm2": 0.0300,
        "port_buffers": 261,
    },
    "status": {
        "status": "complete, no violations",
    },
}
-- cell families after synthesis --
logic type	synth area share
xor gates and xnor gates	0.113
muxes	0.00513
buffers and inverters	0.0324
and+or+nand+nor	0.223
adders and majority gates	0.0613
DFF	0.361
AOI/OAI and AO/OA	0.205
-- worst max-delay path by stage --
stage                     startpoint          to  slack, ps  cells past startpoint
after CTS              put_args_x[4]  m_rg_x[51]      19300                     11
after global routing  put_args_y[13]  m_rg_y[60]      18950                     12
final                  put_args_x[2]  m_rg_x[55]      19180                     11
-- state kept, by name (all words and copies together), names as in the netlist --
name,count
m_rg_x,128
m_rg_xy,128
m_rg_y,64
m_rg_state,2
m_rg_isNeg,1
-- power breakdown --
| group | total (mW) | internal [mW] | leakage [nW] | switching [mW] |
|---|---|---|---|---|
| sequential | 0.782 | 0.649 | 3.30 | 0.133 |
| combinational | 1.14 | 0.498 | 7.68 | 0.638 |
| clock | 0.478 | 0.271 | 0.581 | 0.207 |
-- worst min-delay path, cell delays in order, from the launching register on --
cell	delay, ps
dfxtp_1	310
a21oi_1	120
nor3b_1	60
-- layout make-up --
class | count | area [um2] | area share
clock inverters | 23 | 190 | 0.00610
well taps | 688 | 861 | 0.0276
clock buffers | 47 | 1010 | 0.0323
multi-input cells | 2585 | 16300 | 0.523
inverters | 72 | 270 | 0.00867
flip-flops and latches | 323 | 9680 | 0.310
diodes | 4 | 10.0 | 0.000321
repair buffers | 291 | 2860 | 0.0916
-- metal layers --
metal / vias to the layer above / track usage / part of all wire
met5: - / 0.00893 / 0.00091
met1: 11700 / 0.496 / 0.42
li1: 12000 / - / -
met4: 10 / 0.0866 / 0.031
met3: 153 / 0.0941 / 0.086
met2: 975 / 0.516 / 0.46
-- per-stage QoR --
stage,instances,setup WS [ps],hold slack [ps],util
6_report,4033,19180,533,0.591
5_1_grt,4033,18950,569,0.591
2_1_floorplan,3139,17820,477,-
3_5_place_dp,3959,18710,514,0.568
3_3_place_gp,3959,18740,520,0.568
4_1_cts,4029,19300,529,0.591
-- placed cells by master, fill, tap and decap left out, types with 76 or more instances in the layout --
cell / synthesis / final
a21oi_1: 406 / 406
nor2_1: 423 / 423
ha_1: 130 / 130
clkdlybuf4s50_1: 0 / 260
xnor2_1: 197 / 197
nand4_1: 76 / 76
nor2b_1: 76 / 76
o21ai_0: 128 / 128
edfxtp_1: 321 / 321
xor2_1: 148 / 148
nand2_1: 202 / 202
nor3_1: 96 / 96
Power is estimated from default activity; no workload was simulated.
